### ./design.v
module Game(input logic clk, input logic reset, input logic [1:0] Decision, output logic [4:0] state);
  logic  [4:0] nextstate;
  logic  [4:0] laststate;
  logic  [4:0] motivation;
  logic Mask;
  logic IsRaining;
  logic IsFull;
  logic IsDressed;
  logic HasNapped;
  logic HasShowered;
  logic NoMoreVideos;
  logic NoMoreClass;
  logic FriendsBusy;
   always @(posedge clk)
     if (reset) begin
       state <= 1;
       motivation<=0;
       Mask<=0;
       IsRaining<=0;
       IsFull<=0;
       IsDressed<=0;
       HasNapped<=0;
       HasShowered<=0;
       NoMoreVideos<=0;
       NoMoreClass<=0;
       FriendsBusy<=0;
     end
      else       state <= nextstate;
   always @(*)
      case (state) 
        1:begin
          if (Decision==0) nextstate=2;
          else if ((Decision==1)&(HasShowered==0)) nextstate=3;
          else if ((Decision==2)&(IsFull==0)) nextstate=4;
          else if ((Decision==3)&(IsRaining==0)&(Mask==1)) nextstate=5;
          else if ((Decision==3)&(Mask==0)) nextstate=20;
          else nextstate=16;
            laststate=1;
        end
        2: begin
          if (Decision==0) nextstate=6;
          else if ((Decision==1)&(HasNapped==0)) nextstate=7;
          else if ((Decision==2)&(IsDressed==0)) nextstate=8;
          else if (Decision==3) nextstate=1;
        else nextstate=16;
          laststate=2;
        end
        3:begin
          motivation++;
          HasShowered=1;
          nextstate=1;
        end
        4:begin
          motivation++;
          IsFull=1;
          nextstate=1;
        end
        5:begin
          motivation++;
          IsRaining=1;
          nextstate=1;
        end
        6: if ((Decision==0)&(motivation>4)) nextstate=9;
        else if (Decision==0) nextstate=10;
        else if (Decision==1) nextstate=11;
        else if (Decision==2) nextstate=12;
        else nextstate=2;
        7:begin 
          motivation++;
          HasNapped=1;
          nextstate=2;
        end
        8:begin
          Mask=1;
          IsDressed=1;
          nextstate=2;
        end
        9: nextstate=21;
        10: nextstate=21;
        11: begin
          if (Decision==0) nextstate=13;
          else if ((Decision==1)&(FriendsBusy==0)) nextstate=14;
          else if (Decision==2) nextstate=15;
          else if (Decision==3) nextstate=6;
          else nextstate=16;
            laststate=11;
        end
        12: begin
          if ((Decision==0)&(NoMoreClass==0)) nextstate=17;
          else if ((Decision==1)&(NoMoreVideos==0)) nextstate=18;
          else if (Decision==2) nextstate=19;
          else if (Decision==3) nextstate=6;
          else nextstate=16;
           laststate=12;
        end
        13: nextstate=21;
        14:begin
          motivation++;
          FriendsBusy=1;
          nextstate=11;
        end
        15: nextstate=11;
        16: nextstate=laststate;
        17: begin
          motivation++;
          NoMoreClass=1;
          nextstate=12;
        end
        18: begin
          motivation++;
          NoMoreVideos=1;
          nextstate=12;
        end
        19: nextstate=12;
        20: nextstate=1;
      endcase
endmodule
### ./constraint.sdc
current_design Game

set clk_period 1.1
set clk_io_pct 0.2

create_clock -name clk0 -period $clk_period [get_ports {clk}]

set non_clock_inputs [all_inputs -no_clocks]
set_input_delay [expr $clk_period * $clk_io_pct] -clock clk0 $non_clock_inputs
set_output_delay [expr $clk_period * $clk_io_pct] -clock clk0 [all_outputs]
### ./config.mk
export PLATFORM = sky130hd
export DESIGN_NAME = Game
export DESIGN_NICKNAME = Game
export VERILOG_FILES = /design/flow/design.v
export SDC_FILE = /design/flow/constraint.sdc
export NUM_CORES = 4
export LEC_CHECK = 1
export CORE_AREA = 10 10 72 72
export DIE_AREA = 0 0 82 82
### ./run.sh
#!/bin/bash
# OpenROAD 26Q1-2900-gdf79404cd8, Yosys 0.63+post, stock flow scripts
make -C /OpenROAD-flow-scripts/flow DESIGN_CONFIG=/design/flow/config.mk WORK_HOME=/design/flow/orfs finish
==> qor.csv <==
stage,metric,value,unit
drt,Post-DRT Antenna Nets,0,
synthesis,Ys Warns,63,
drt,DRC viols,0,
job,Max Cap Viol,0,
synthesis,yosys cell count,111,
sta,actual slew at the worst max-slew pin,0.463,ns
hold_path,HP Class,in -> reg,
drt,Post-Route WL,2030,um
layout,Layout Utilization,30.6,%
sta,register pins left without a clock,9,
sta,setup_tns,0,ns
synthesis,leading area contributor after synthesis,dlxtn_1,
grt,largest net degree at the start of global routing,25,
sta,endpoints left unconstrained,9,
placed_design,dpl hpwl,1470,um
grt,global routing's busiest layer,met2,
sta,setup violators final,0,
clock_tree,CTS tree,built,
setup_path,Crit Path Class,reg -> out,
synthesis,Post-synth area hogs,"dlxtn_1, dfxtp_1, ha_1",
drt,average wire per standard cell,12.0,um
layout,proportion of layout cells with a drive suffix above 1,23.1,%
setup_path,CP top delay family,flip-flops,
die,Core Rows,22,
grt,M2 GR Usage,10.3,%
synthesis,Synth Flop Type,dlxtn_1,
setup_path,"Cell Chain, Critical Path",dlygate4sd2_1,
synthesis,Post-synth EDFFs,0,
clock_tree,CTS Buf Count,3,
sta,Slew Limit Fails,0,
setup_path,CP Capture Type,output port,
die,# IOs,9,
die,FP Core Util,26.4,%
placed_design,# port buffers,8,
grt,initial antenna violation count,0,
grt,gr ovfl total,0,
synthesis,top area contributor share,13.9,%
drt,via count,805,
drt,# diodes,0,
drt,Initial DRC Count,33,
die,die area,6720,um2
setup_path,cell count along the critical path,1,
grt,first-pass GRT wire length,3470,um
sta,RSZ-0062 raised after global routing,no,
synthesis,Synth flops,14,
power_and_ir_drop,Leakage,0.000469,uW
hold_path,worst hold stages,2,
grt,vias in the first global route,795,
setup_path,"slowest stage delay, CP",0.31,ns
power_and_ir_drop,Pwr Density,621,nW/um2
die,die y size,82,um
sta,f_max,1020,MHz
synthesis,count of different cell masters after synthesis,50,
setup_path,"Slowest-stage cell, CP",dfxtp_2,
sta,Final min period,0.985,ns
status,status,"finished, final reports clean",
job,OpenROAD warnings,31,
synthesis,mapped cell area,972,um2
die,Die W,82,um
drt,vias per inst,4.76,
synthesis,synthesized area per cell,8.76,um2
synthesis,post-synth area from yosys stat,972,um2
sta,relative slew slack,68.8,%
power_and_ir_drop,Peak VDD IR,331,uV
placed_design,Placer Congestion,0.851,
clock_tree,htree depth,1,
grt,total track usage,6.10,%
setup_path,Crit Path Max Fanout,2,
setup_path,CP bufs+invs,1,
sta,Fin. Hold Viols,0,
grt,met1 Usage GRT,8.34,%
layout,Synth-to-Final Area Change,16.1,%
grt,met3 Use GR,0.771,%
clock_tree,clock root cell,clkbuf_8,
setup_path,Worst Path Arrival,0.76,ns
synthesis,share of flip-flops with an asynchronous set or reset,0,%
clock_tree,Max Root-Sink Buffers,2,
sta,post-layout period usage,89.5,%
setup_path,crit start category,flip-flop,
setup_path,WP data required,0.88,ns
synthesis,Post-Synthesis Cells,111,
clock_tree,Clock Pin Slew Worst Setup and Hold Paths,0.03,ns
die,core region area,3690,um2
drt,Pre-antenna DRT Iters,4,
-- cell type report --
type,instances,area (um2)
inverter,7,26.3
fill,401,2560
tap,48,60.1
multi-input combinational,81,629
clock buffer,4,45.0
sequential,14,241
timing repair buffer,15,126
-- path summary, 6_finish.rpt --
check / from / endpoint / slack, ns
max: state[4] / state[4] / 0.12
min: reset / state[0] / 0.63
-- cells in the mapped netlist, types with 2 or more instances --
library cell  count
buf_2             2
a31oi_1           2
o221ai_1          2
nand2b_1          2
ha_1              7
o211ai_1          2
o31a_1            2
dlxtn_1           9
dfxtp_1           5
a21oi_1           2
nor2_1            6
nand2_1           6
a22oi_1           2
nor2b_1           6
inv_1             7
o21ai_1           4
buf_6             5
mux2i_1           2
a2bb2oi_1         2
o21ai_0           5
buf_4             2
-- layout by cell type (no fill, tap or decap), types with 2 or more instances in the layout --
| cell type | synthesis | routed |
|---|---|---|
| a21oi_1 | 2 | 2 |
| o31a_1 | 2 | 2 |
| dlygate4sd2_1 | 0 | 5 |
| nand2_1 | 6 | 6 |
| ha_1 | 7 | 7 |
| o21ai_1 | 4 | 4 |
| nor2_1 | 6 | 6 |
| a2bb2oi_1 | 2 | 2 |
| dfxtp_2 | 0 | 5 |
| o21ai_0 | 5 | 5 |
| clkdlybuf4s50_1 | 0 | 3 |
| o211ai_1 | 2 | 2 |
| buf_4 | 2 | 7 |
| nor2b_1 | 6 | 6 |
| clkbuf_8 | 0 | 3 |
| nand2b_1 | 2 | 2 |
| inv_1 | 7 | 7 |
| a22oi_1 | 2 | 2 |
| a31oi_1 | 2 | 2 |
| mux2i_1 | 2 | 2 |
| dlxtn_1 | 9 | 9 |
| o221ai_1 | 2 | 2 |
-- metrics by stage --
stage	cells	setup slack (ns)	hold WS [ns]	power, uW	cell area, um2
floorplan	111	0.447	0.292	326	972
finish	169	0.115	0.626	701	1130
detailed placement	164	0.0697	0.822	373	1080
CTS	169	0.101	0.623	712	1130
global placement	164	0.0806	0.817	371	1080
global route	169	0.0872	0.631	751	1130
-- routing by layer --
metal / vias up / routed length (um) / part of all wire [%]
met5: - / 0 / 0
met4: 0 / 0 / 0
met3: 0 / 23 / 1.1
met2: 9 / 961 / 47
met1: 377 / 1040 / 51
li1: 419 / - / -
-- what timing repair did --
action,in CTS,in global routing
gates resized,10,0
setup buffers,1,0
hold buffers,0,0
setup endpoints to repair,5,0
-- sequential cells by signal (all words and copies together) (netlist names) --
name       flops
laststate      4
state          5
nextstate      5
-- where the power goes --
part | switching (uW) | leakage (uW) | internal [uW]
Clock | 83.4 | 0.0000228 | 248
Combinational | 86.4 | 0.000333 | 72.0
Sequential | 3.24 | 0.000113 | 208
-- cells by family (layout without fill, tap and decap cells) --
| logic type | after synthesis | after routing | synth area share [%] |
|---|---|---|---|
| compound gates | 35 | 35 | 27.0 |
| simple gates | 35 | 35 | 24.6 |
| buf+inv | 16 | 26 | 11.1 |
| latches | 9 | 9 | 13.9 |
| fa+ha+maj | 7 | 7 | 9.01 |
| flops | 5 | 5 | 10.3 |
| mux | 3 | 3 | 3.22 |
| xor+xnor | 1 | 1 | 0.901 |
Power figures rest on the tool's default switching activity, not on a simulated workload.
